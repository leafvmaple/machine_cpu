## config.mk

```make
export PLATFORM = sky130hd
export DESIGN_NAME = Div32
export DESIGN_NICKNAME = Div32
export VERILOG_FILES = /design/flow/design.v
export SDC_FILE = /design/flow/constraint.sdc
export NUM_CORES = 4
export LEC_CHECK = 1
export CORE_UTILIZATION = 30
```

## constraint.sdc

```tcl
current_design Div32

set clk_period 758.6
set clk_io_pct 0.2

create_clock -name clk0 -period $clk_period

set non_clock_inputs [all_inputs -no_clocks]
set_input_delay [expr $clk_period * $clk_io_pct] -clock clk0 $non_clock_inputs
set_output_delay [expr $clk_period * $clk_io_pct] -clock clk0 [all_outputs]
```

## design.v

```verilog
module Div32(cons, a, b);
output reg [63:0] cons;
input [63:0] a;
input [31:0] b;
integer i;
always @(a or b) begin
    cons = a;
    for (i = 0; i < 33; i = i + 1) begin
        cons[63:32] = cons[63:32] - b;
        if (cons[63] & 1'b1) begin
            cons[63:32] = cons[63:32] + b;
            cons = cons << 1;
        end
        else begin
            cons = cons << 1;
            cons[0] = 1;
        end
    end
    cons[63:32] = cons[63:32] >> 1;
end
endmodule
```

## run.sh

```bash
#!/bin/bash
# OpenROAD 26Q1-2900-gdf79404cd8, Yosys 0.63+post, stock flow scripts
make -C /OpenROAD-flow-scripts/flow DESIGN_CONFIG=/design/flow/config.mk WORK_HOME=/design/flow/orfs finish
```

==> results_dict.tcl <==
# implementation run metrics
set metrics [dict create \
    ys_cells 13911 \
    synthSimpleGateAreaFrac_pct 18.73 \
    syn_area_per_cell_um2 6.744 \
    rows 204 \
    cp.required_ps 606880 \
    synthAdderAreaFrac_pct 28.74 \
    port_buffers 159 \
    synth.area.mux_share_pct 1.340 \
    area_delta_synth_final_pct 8.101 \
    cp.arrival_ps 340360 \
    finalCritPeriodShare_pct 64.87 \
    gr-total-overflow 0 \
    setup.worst_path.end_class "output pin" \
    vias 94613 \
    synthCells 13911 \
    top_area_share_pct 27.14 \
    cp-startpoint "b[1]" \
    synthXorXnorAreaFrac_pct 14.64 \
    yosys_area_mm2 0.09382 \
    warning_count 129 \
    place_hpwl_um 267100 \
    hold_class "input pin to output pin" \
    grt_pass1_vias 84123 \
    wl_um 328500 \
    dpl-instance-area_mm2 0.1014 \
    cp_slowest_stage_delay_ps 710 \
    critPathLaunchType "input pin" \
    cts-resized-gates 0 \
    seq_area_um2 0 \
    tns_ps 0 \
    yosys.area_share.aoi_pct 30.74 \
    chipArea_mm2 0.3150 \
    drtIter0Drc 6205 \
    max_cap_violations 0 \
    worstHoldStart "a[0]" \
    first_pass_iters 7 \
    postCtsSetupRepairBufs 0 \
    hold_depth 5 \
    drive_gt1_share_pct 3.325 \
    final_area_mm2 0.1014 \
    area_leaders "ha_1 27%, xnor2_1 11%, a21oi_1 8.5%" \
    worst_pin_slew_ps 906.4 \
    synth.distinct_cells 102 \
    maxClockFrequency_mhz 2.032 \
    grt_max_degree 65 \
    synth_warnings 1 \
    ff_count 0 \
    fp.dieH_um 561.2 \
    top_area_cell "ha_1" \
    cp_slowest_cell "xnor2_1" \
    antenna_found_initial 25 \
    die_w_um 561.2 \
    crit_type "input pin to output pin" \
    hold_viol_final 0 \
    timing.final.crit_period_ps 492080 \
    grt_pass1_wl_um 495200 \
    path_common_cell "o21ai_0" \
    seq_area_frac_synth_pct 0 \
    grtUsageTotal_pct 20.60 \
    hold_buffers 0 \
    coreArea_mm2 0.3099 \
    relSlewSlack_pct 39.21 \
    slew_viol_final 0 \
    initCoreUtil_pct 30.28 \
    path_max_fanout 64 \
    syn_area_mm2 0.09382 \
    nFillCells 33271 \
    drcViolationCount 0 \
    postRouteAntennaNets 0 \
    run_status "finished, final reports clean" \
    setup_viol 0 \
    nClkBuffers 0 \
    ys_top_logic_family "AND-OR/OR-AND gates" \
    grt_setup_unrepaired "false" \
    io_pins 160 \
    vias_per_cell 5.205 \
    place.gp.congestion 0.9597 \
    post_drt_wl_per_cell_um 18.07 \
]
-- layout make-up --
| type | instances | area [µm²] | area share, % |
|---|---|---|---|
| multi-input combinational | 12471 | 88620 | 87.38 |
| tap | 4120 | 5155 | 5.083 |
| inverter | 1227 | 4618 | 4.554 |
| timing repair buffer | 348 | 2995 | 2.953 |
| antenna | 13 | 32.53 | 0.03208 |
-- per-layer routing --
metal / vias up / GRT usage [%] / share of wire, %
li1: 49785 / - / -
met1: 42221 / 29.79 / 48
met2: 2244 / 31.76 / 42
met3: 353 / 2.626 / 6.3
met4: 10 / 6.329 / 3.6
met5: - / 0 / 0.022
-- through the flow --
step | hold slack (ps) | setup slack (ps) | utilization (%) | instances
2_1_floorplan | 303590 | 292100 | - | 13911
3_3_place_gp | 304520 | 271530 | 32.72 | 18166
3_5_place_dp | 304520 | 269440 | 32.72 | 18166
4_1_cts | 304530 | 268230 | 32.72 | 18166
5_1_grt | 304590 | 242310 | 32.73 | 18177
6_report | 304530 | 266520 | 32.73 | 18179
-- layout by cell type (no fill, tap or decap), drive strengths merged, types with 79 or more instances in the layout --
master,synthesis,routed
a21boi,329,329
a21o,396,396
a21oi,1585,1585
and3,103,103
buf,36,221
clkdlybuf4s50,0,127
ha,2035,2035
inv,1222,1222
mux2,83,83
nand2,1197,1197
nand2b,229,229
nand3,229,229
nor2,1400,1400
nor2b,182,182
nor3,223,223
o21a,167,167
o21ai,1438,1438
o21bai,297,297
o31ai,185,185
or3,79,79
xnor2,1166,1166
xor2,395,395
-- cell usage after synthesis, types with 167 or more instances --
cell and instances:
nand2_1 1195, nor2_1 1399, nor2b_1 182, nand2b_1 229, clkbuf_1 177, inv_1 1218
o21ai_0 1431, o21bai_1 297, o21a_1 167, a21o_1 396, a21boi_0 328, nor3_1 221
nand3_1 228, o31ai_1 185, xor2_1 393, ha_1 2035, xnor2_1 1164, a21oi_1 1585
-- logic make-up after synthesis --
| kind of cell | count (synthesis) |
|---|---|
| AND-OR/OR-AND | 4791 |
| AND/OR/NAND/NOR | 3903 |
| buffers and inverters | 1440 |
| adder cells (fa/ha/maj) | 2110 |
| other | 1 |
| XOR/XNOR | 1562 |
| multiplexers | 104 |
-- worst paths after layout --
path | slack [ps] | endpoint
worst max-delay path | 266520 | cons[59]
worst min-delay path | 304530 | cons[32]
-- worst max-delay path, delay by kind of cell --
kind | cells | cell delay, ps
compound gates | 625 | 117380
xor+xnor | 84 | 23560
fa+ha+maj | 37 | 10790
buf+inv | 41 | 15050
mux | 5 | 1500
simple gates | 140 | 19470
