==> design/flow/design.v <==
module Mul32(prod, a, b);
output reg [63:0] prod;
input [31:0] a, b;
integer i;
always @(a or b) begin
    prod[63:32] = 0;
    prod[31:0] = b;
    for (i = 0; i < 32; i = i + 1) begin
        prod[63:32] = (prod[0] & 1'b1) ? prod[63:32] + a : prod[63:32];
        prod = prod >> 1;
    end
end
endmodule
==> design/flow/run.sh <==
#!/bin/bash
# OpenROAD 26Q1-2900-gdf79404cd8, Yosys 0.63+post, stock flow scripts
make -C /OpenROAD-flow-scripts/flow DESIGN_CONFIG=/design/flow/config.mk WORK_HOME=/design/flow/orfs finish
==> design/flow/config.mk <==
export PLATFORM = sky130hd
export DESIGN_NAME = Mul32
export DESIGN_NICKNAME = Mul32
export VERILOG_FILES = /design/flow/design.v
export SDC_FILE = /design/flow/constraint.sdc
export NUM_CORES = 4
export LEC_CHECK = 1
export CORE_UTILIZATION = 50
==> design/flow/constraint.sdc <==
current_design Mul32

set clk_period 85.1
set clk_io_pct 0.2

create_clock -name clk0 -period $clk_period

set non_clock_inputs [all_inputs -no_clocks]
set_input_delay [expr $clk_period * $clk_io_pct] -clock clk0 $non_clock_inputs
set_output_delay [expr $clk_period * $clk_io_pct] -clock clk0 [all_outputs]
==> Changelog: implementation <==
## Flow update

- WL final: 248 mm
- DR WL/cell: 22.8 um
- Lkg Pwr: 0.0306 uW
- Drt pass-1 iters: 30
- Ys Warns: 1
- Tightest Pin Transition: 1070 ps
- Hold slack: 35010 ps
- Largest fanout on the critical path: 6
- Cells in synth_stat.txt: 9160
- Area Growth Syn to Fin: 6.73%
- Minimum clock period after layout: 82160 ps
- Post-Syn Area: 62400 um^2
- Crit path kind: input pin to output pin
- Die Y: 355 um
- Clock buffers: 0
- Initial antenna violation count: 6
- Worst Min Path Start: b[7]
- Max Transition Viols Final: 0
- Cell family with most CP delay: AND-OR/OR-AND gates
- Number of global-route vias before repair: 63100
- Worst setup SP type: input pin
- CP most frequent cell: ha_1
- GRT Total Usage: 38.7%
- Run status: finished, final reports clean
- Worst path slowest cell: clkdlybuf4s50_1
- Total core area: 124000 um^2
- Worst endpoint required time: 68080 ps
- Vias per cell: 6.40
- Final Non-Filler Cells: 10900
- P_int: 45400 uW
- Num ports: 128
- Critical path arrival: 65140 ps
- Layout fillers: 12100
- Cell Type Count: 124
- Pin count of the biggest net entering global routing: 56
- Antenna Nets Post-Route: 0
- # port buffers: 127
- Tool Warnings: 163
- Initial DRC count: 6355
- Synth Instances: 9160
- Post-DP HPWL: 203 mm
- Final total power: 98600 uW
- Share of layout cells above drive strength 1: 8.00%
- Crit path from: b[0]
- PwrDens: 1480 nW/um^2
- Chip Area, Yosys: 62400 um^2
- Final period utilization: 96.5%
- Syn Area/Cell: 6.81 um^2
- Worst VDD drop: 1.93 mV
- Die area: 126000 um^2
- Crit path buffers/inverters: 9
- Drt drc: 0
- Fmax: 12.2 MHz
- Psw: 53200 uW
- Total number of vias: 69700
- Hold Fails Final Rpt: 0
- RD Place Congestion: 1.06
- CP peak stage delay: 520 ps
- Hold buffer count at CTS: 0
- Synth Seq Share: 0%
- Dpl cells: 10900
- Flop area: 0 um^2
- Row cnt: 129
- Min-Delay Path Depth: 4
- Global-route wire length before repair: 375 mm
- Worst Hold Class: input pin to output pin
- Max-cap violation count: 0
- # setup viols final: 0
- Slew margin rel.: 28.6%
- Post-route design area: 66600 um^2
- Die W: 355 um
- Remaining global-route overflow: 0
- End point of the worst hold path: prod[7]
- Area after DPL: 65900 um^2
- Most common logic cells in the final layout: 1082 x ha_1, 959 x nand2_1, 869 x a21oi_1
- Crit. End Element: output pin
- Post-layout util: 53.8%
- Top cell excl fill/tap: ha_1
- Fp util: 50.4%
- Switching share of power: 53.9%
- Flip-flops: 0
-- worst min-delay path: cells and delay by family --
| family | cells | cell delay (ps) |
|---|---|---|
| muxes | 1 | 170 |
| buffers and inverters | 3 | 780 |
-- cells in the mapped netlist (all sizes together) (157+ instances only) --
cell type | number | area [um^2]
a21o | 356 | 2680
a21oi | 896 | 4530
a31oi | 162 | 1020
clkbuf | 193 | 724
ha | 1088 | 13600
inv | 425 | 1600
nand2 | 963 | 3620
nand2b | 157 | 982
nand3 | 194 | 971
nor2 | 812 | 3050
nor3 | 192 | 966
o21a | 217 | 1640
o21ai | 695 | 3540
xnor2 | 482 | 4220
xor2 | 265 | 2320
-- routing by layer --
layer	part of all wire, %	wire length (um)	global-route usage, %
met1	44	110000	53.7
met2	42	105000	59.5
met3	7.3	18000	4.46
met4	6.0	15000	18.7
met5	0.074	184	0
-- power groups by stage --
stage / combinational, uW / sequential (uW) / clock [uW]
5_1_grt: 110000 / 0 / 0.00000158
4_1_cts: 96500 / 0 / 0
-- repair_timing --
action	4_1_cts	5_1_grt
buffers inserted	4	25
resized	16	100
gates cloned	0	0
setup endpoints to repair	12	17
pin swaps	2	12
-- how the worst max path moves through the flow --
stage         endpoint  slack, ps  cells past startpoint
finish        prod[61]       2940                    229
CTS           prod[62]         50                    230
global route  prod[61]        -90                    232
-- metrics by stage --
stage | TNS (ps) | setup WS [ps]
4_1_cts | 0 | 51.3
2_1_floorplan | 0 | 8880
6_report | 0 | 2940
3_3_place_gp | -22530 | -2970
3_5_place_dp | -18750 | -2580
5_1_grt | -180 | -85.3
-- cell families after synthesis --
| family | Yosys count | synth area share [%] |
|---|---|---|
| other | 1 | 0.00601 |
| XOR/XNOR | 747 | 10.5 |
| AND/OR/NAND/NOR | 2990 | 22.5 |
| adder cells (fa/ha/maj) | 1119 | 22.8 |
| multiplexers | 222 | 3.90 |
| AND-OR/OR-AND | 3388 | 36.1 |
| buffers and inverters | 693 | 4.21 |
-- layout make-up --
type | instances | area, um^2 | share of cell area [%]
Inverter | 437 | 1640 | 2.47
Timing Repair Buffer | 342 | 2640 | 3.96
Tap cell | 1637 | 2050 | 3.08
Multi-Input combinational cell | 8467 | 60200 | 90.5
Antenna cell | 5 | 12.5 | 0.0188
No activity file was given, so power comes from the tool's default toggle rates.
