<file path="flow/config.mk">
export PLATFORM = sky130hd
export DESIGN_NAME = BIOS
export DESIGN_NICKNAME = BIOS
export VERILOG_FILES = /design/flow/design.v
export SDC_FILE = /design/flow/constraint.sdc
export NUM_CORES = 4
export LEC_CHECK = 1
export CORE_AREA = 10 10 70 70
export DIE_AREA = 0 0 80 80
</file>
<file path="flow/constraint.sdc">
current_design BIOS

set clk_period 1.0
set clk_io_pct 0.2

create_clock -name clk0 -period $clk_period [get_ports {clk}]

set non_clock_inputs [all_inputs -no_clocks]
set_input_delay [expr $clk_period * $clk_io_pct] -clock clk0 $non_clock_inputs
set_output_delay [expr $clk_period * $clk_io_pct] -clock clk0 [all_outputs]
</file>
<file path="flow/design.v">
module BIOS(out, addr, clk);
output reg [31:0] out;
input [31:0] addr;
input clk;
reg [31:0] bios [31:0];
initial
begin
    bios[0] = 32'h00000000;
    bios[1] = 32'h34020026;
    bios[2] = 32'h34030034;
    bios[3] = 32'h00628020;
end
always @(posedge clk) begin
    out <= bios[addr];
end
endmodule
</file>
<file path="flow/run.sh">
#!/bin/bash
# OpenROAD 26Q1-2900-gdf79404cd8, Yosys 0.63+post, stock flow scripts
make -C /OpenROAD-flow-scripts/flow DESIGN_CONFIG=/design/flow/config.mk WORK_HOME=/design/flow/orfs finish
</file>
==> impl_metrics.yaml <==
# generated from flow reports
status:
  status: "finished, final reports clean"
die:
  ios: 65
  coreArea_um2: 3416
  die_y_um: 80
  die_area_um2: 6400
  rows: 21
  fp.dieW_um: 80
  fp-utilization_pct: 10.00
final_timing:
  max_freq_mhz: 1020
  period_minus_slack_ns: 0.9806
  report.final.hold_viol_count: 0
  finalCritPeriodShare_pct: 98.06
  rsz0062_at_grt: "true"
  final_max_slew_viol_count: 0
  tns_ns: 0
  setup_violations: 0
grt:
  busiest_layer: "met2"
  track_usage_pct: 1.672
  grt_pass1_wl_um: 917
  global_route.usage.met3_pct: 0.7955
  grtUsageMet1_pct: 1.674
  grt-ovfl-total: 0
  antenna_found_initial: 0
  grt.met2_usage_pct: 2.568
  grt_pass1_vias: 228
  grt_max_degree: 6
clock_network:
  clockBufferDepth: 2
  numCtsBuffers: 3
  htreeDepth: 1
  cts.clk_slew.worst_paths_ns: 0.04
  cts-root-buf: "clkbuf_4"
  hold_buffers: 0
  cts.sink_count: 5
  cts_tree: "yes"
cells_and_area:
  fin_cells: 95
  drive_gt1_share_pct: 24.49
  largest_reg_flops: 5
  reg.largest.list: "out: 5 flops"
  synthToLayoutAreaGrowth_pct: 25.64
  top_register: "out"
critical_path:
  cp_slowest_cell: "dfxtp_2"
  crit_buf_inv: 1
  arrival_ns: 0.78
  crit_family: "flip-flops"
  endpoint_kind: "output port"
  cp_cell_sequence: "dlygate4sd2_1"
  worstPathRequired_ns: 0.80
  path_max_fanout: 3
  critPathMaxStageDelay_ns: 0.31
  critical_path_class: "register to output port"
  crit_cells: 1
  cp-start-kind: "register"
yosys:
  syn_inst: 38
  ys_chip_area_um2: 341.6
  synthMostInstantiatedCell: "buf_4"
  common_cells: "buf_4 (27), dfxtp_1 (5), nor2b_1 (2)"
  synth.avg_cell_area_um2: 8.989
  yosysUniqueCellTypes: 7
  ys_seq_elements: 5
  synth_seq_share_pct: 29.30
  synthArstFlopShare_pct: 0
  yosys_most_used_dff: "dfxtp_1"
  top_cell_area_share_pct: 59.34
  yosys_warnings: 1
  edf_count: 0
  top_area_cell: "buf_4"
  ys_cells: 38
  topCellsByArea: "buf_4 (59%), dfxtp_1 (29%), nor2b_1 (3.7%), xor2_1 (2.6%), and2_2 (2.2%)"
  netlist_area_um2: 341.6
worst_hold_path:
  worstHoldPathCells: 2
  min_path_type: "input pin to register"
  worstHoldEndpoint: "out[16]"
  worstHoldStart: "addr[0]"
detailed_routing:
  wl_per_cell_um: 7.389
  drt_iter0_markers: 4
  diodes: 0
  routed_via_density: 2.042
  drt_wl_total_um: 702
  drtPass1Iterations: 2
  final_antenna_net_count: 0
  drc: 0
  num_vias: 194
run:
  tool_warnings: 56
  maxCapViolCount: 0
place:
  hpwl_um: 626.7
  portBuffers: 14
  gp_congestion: 0.6908
  dp_cells: 90
power_and_ir_drop:
  powerDensity_nw_per_um2: 1201
  leakagePower_nw: 0.2104
  peakVddDrop_mv: 0.2295
cell usage in the layout (no fill, tap or decap):
cell type,instances
xor2_1,1
nor2b_1,2
dfxtp_2,4
dlygate4sd2_1,5
clkbuf_1,1
buf_2,3
buf_6,1
clkdlybuf4s50_1,2
clkdlybuf4s15_1,4
and2_2,1
conb_1,20
dfxtp_1,1
or2_1,1
clkbuf_4,3
kinds of logic (layout without fill, tap and decap cells):
family / after synthesis / count (layout) / synth area share [%]
xor gates and xnor gates: 1 / 1 / 2.565
buffers and inverters: 27 / 19 / 59.34
DFF: 5 / 5 / 29.31
other: 1 / 20 / 1.098
and+or+nand+nor: 4 / 4 / 7.694
layer usage:
layer,up-vias,part of all wire [%]
li1,88,-
met1,79,36
met2,25,42
met3,2,18
met4,0,3.4
met5,-,0
power by group:
group | total, mW | leakage [nW] | switching (mW) | internal, mW
logic | 0.0685 | 0.153 | 0.0193 | 0.0492
registers | 0.221 | 0.0421 | 0.00598 | 0.215
clock network | 0.225 | 0.0150 | 0.0750 | 0.150
layout make-up:
class	instances	area (um2)
Multi-Input combinational cell	25	110.1
Clock buffer	4	26.28
Tap cell	46	57.56
Timing Repair Buffer	15	130.1
Sequential cell	5	105.1
Fill cell	406	2987
through the flow:
stage	hold slack (ns)	total power [mW]	setup WS [ns]	cell area [um2]	util, %
2_1_floorplan	0.2716	0.3071	0.3878	412.9	-
3_3_place_gp	0.8312	0.3108	-0.02970	407.9	11.94
3_5_place_dp	0.8443	0.3104	-0.04566	407.9	11.94
4_1_cts	0.5912	0.5323	0.001028	424.2	12.42
5_1_grt	0.6251	0.5504	-0.01799	429.2	12.56
6_report	0.5983	0.5153	0.01936	429.2	12.56
how the worst max path moves through the flow:
stage         startpoint  endpoint  slack, ns
CTS              out[22]   out[15]      0.001
finish           out[22]   out[21]       0.02
global route     out[22]   out[21]      -0.02
repair_timing:
item                                    4_1_cts  5_1_grt
cloned                                        0        0
endpoints found under the setup margin       12        7
pin swaps                                     0        0
setup buffers                                 1        0
resized                                      23        4
No activity file was given, so power comes from the tool's default toggle rates.
